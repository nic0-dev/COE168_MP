==> flow/design.v <==
`timescale 1ns / 1ps
module lcd_type (
    input clk,
    input nrst,
    input sw0,
    input btn0,
    input btn1,
    input btn2,
    input btn3,
    output reg [3:0] data,
    output reg rs,
    output reg rw,
    output reg en
);
    reg [31:0]  delay_counter;
    parameter M1    =    100000;
    parameter U400  =     40000;
    task enable;
        input en_flag;
        begin 
            if (delay_counter == (en_flag == 1) ? U400 : M1) begin
                en <= (en_flag == 1) ? 1'b1 : 1'b0;
                delay_counter <= 0;
            end else begin
                delay_counter <= delay_counter + 1;
            end
        end
    endtask
    task set_data;
        input [3:0] nibble;
        begin
            if (delay_counter == U400) begin
                data <= nibble;
                delay_counter <= 0;
                enable(1);  
                enable(0);  
            end else begin
                delay_counter <= delay_counter + 1;
            end
        end
    endtask
    always @(posedge clk or negedge nrst) begin
        if (!nrst) begin
            delay_counter   <= 0;
            data            <= 4'b0000;
            rs              <= 0;
            en              <= 0;
        end else begin
            if (sw0) begin  
                if (btn2) begin  
                    set_data(4'b0001);
                    set_data(4'b0100);
                end else if (btn3) begin  
                    set_data(4'b0001);
                    set_data(4'b0000);
                end  
            end
        end
    end
endmodule
==> flow/run.sh <==
#!/bin/bash
# OpenROAD 26Q1-2900-gdf79404cd8, Yosys 0.63+post, stock flow scripts
make -C /OpenROAD-flow-scripts/flow DESIGN_CONFIG=/design/flow/config.mk WORK_HOME=/design/flow/orfs finish
==> flow/config.mk <==
export PLATFORM = sky130hd
export DESIGN_NAME = lcd_type
export DESIGN_NICKNAME = lcd_type
export VERILOG_FILES = /design/flow/design.v
export SDC_FILE = /design/flow/constraint.sdc
export NUM_CORES = 4
export LEC_CHECK = 1
export CORE_UTILIZATION = 30
==> flow/constraint.sdc <==
current_design lcd_type

set clk_period 3.3
set clk_io_pct 0.2

create_clock -name clk0 -period $clk_period [get_ports {clk}]

set non_clock_inputs [all_inputs -no_clocks]
set_input_delay [expr $clk_period * $clk_io_pct] -clock clk0 $non_clock_inputs
set_output_delay [expr $clk_period * $clk_io_pct] -clock clk0 [all_outputs]
==> CHANGELOG.md <==
### Metrics

- Worst-Margin Slew: 0.761 ns
- Total number of vias: between 1,000 and 1,500
- Fin crit period: ~2.1 ns
- Relative slew margins: ~49%
- Max VDD drop: between 200 and 250 uV
- Die Ht: approximately 78 um
- Violation count after the first detailed-route iteration: 80
- Crit path DAT: 2.30 ns
- Total wire length: 3050 um
- Final Hold Violation Tally: 0
- First-pass GRT wire length: 5330 um
- Mean Syn Cell Area: 10.3 um^2
- Max Used Layer: met4
- Mapped Cells: 166
- Max Cap Viol: 0
- Finished Cell Area: between 1500 and 2000 um^2
- Worst-skew pair later-pin latency: about 0.28 ns
- CTS H-tree depth: 2
- Gate Area: 818 um^2
- Crit-path cells: clkdlybuf4s50_1 -> o2111ai_1 -> nor3_1 -> nand4_1 -> xnor2_1
- Cts repair resizes: 0
- Seq share, synth: between 40% and 50%
- DR WL met2: ~1300 um
- Post-DRT Antenna Nets: 0
- Cts bufs inserted: 5
- Hold Buf Count CTS: 0
- Initial Utilization: between 30% and 40%
- Synth area leader: dfrtp_1
- Crit-path max cell delay: between 0.5 and 0.6 ns
- Die W: ~78 um
- Tool Warnings: 28
- Top cells, area: dfrtp_1 48%, xnor2_1 13%, nand4_1 5.8%, nand2_1 3.3%, nor4_1 3.3%
- Mapped Area: between 1500 and 2000 um^2
- Gr usage total: 11.4%
- Synth-to-Final Area Change: 10.7%
- Slowest cell on the critical path: clkdlybuf4s50_1
- Outcome: finished clean
- Area leader share: 48.2%
- Post-DP HPWL: 2080 um
- Drt first pass iters: 4
- CTS root buf: clkbuf_8
- Crit path DRT: 3.47 ns
- Leakage: 0.775 nW
- RD Place Congestion: 0.800
- Reg clk slew, reported paths: ~0.070 ns
- Cell Type Count: 34
- CTS sink count: 33
- CTS tree: done
- I/O Pins: 14
- Yosys cell count: 166
- Setup Buffers After CTS: 0
- Worst-path fanout max: 4
- WS Path Type: in2reg
- Register area: 826 um^2
- Setup violations, final: 0
- Slew Viols, Final: 0
- Largest net degree at the start of global routing: 34
- Cell area after placement: 1810 um^2
- Most frequent logic cell in the layout: dfrtp_1
- Clock Skew: 0.00663 ns
- Metal3 WL: approximately 130 um
- Remaining DRCs: 0
- Die area: 6020 um^2
- RSZ-0062 raised after global routing: no
- Drt wl/cell: 12.3 um
- Number of global-route vias before repair: 1,091
- Grt total ovfl: 0
- Top cells excl fill/tap: 33 x dfrtp_1, 25 x xnor2_1, 16 x nand4_1
- Final period util: about 65%
- Core Box Area: 5510 um^2
- Placement Rows: 27
- Yosys warns: 2
- Core Util, Final: 34.4%
- Fillers: 554
- HP Class: reg2reg
- Synth Register Bits: 33
- Crit. End Element: flip-flop
- Worst Setup Start Kind: primary input
- ANT cells: 0
- Peak Freq: 469 MHz
- P per Cell Area: 455 nW/um^2
- Metal-1 WL: roughly 1600 um
- PortBufs: 5
- YS chip area: approximately 1700 um^2
- Clk buf depth: 2
- Fin Setup TNS: 0 ns
- Initial antenna violation count: 0
- Ratio of cells with drive above 1 in the final layout: 9.09%
- DR vias/cell: 4.90
-- cell type report --
type                            instances  share of cell area (%)
Multi-Input combinational cell        123                    43.1
Tap cell                               72                    4.75
Clock buffer                            6                    3.83
Sequential cell                        33                    43.5
Inverter                                6                    1.19
Timing Repair Buffer                    6                    3.03
Clock inverter                          2                   0.528
-- kinds of logic after synthesis --
kind of cell	after synthesis	share of synthesized area [%]
AOI/OAI and AO/OA	11	4.16
xor gates and xnor gates	27	13.8
adders and majority gates	2	1.46
buffers and inverters	15	5.18
DFF	33	48.2
muxes	1	0.657
other	1	0.219
and+or+nand+nor	76	26.4
-- sequential cells by signal (all words and copies together), names as in the netlist --
register	flops
delay_counter	32
data	1
-- stage by stage --
step / worst slack, ns / std cells / total power, mW / hold WS (ns)
5_1_grt: 1.05 / 248 / 0.917 / 0.490
3_5_place_dp: 0.917 / 240 / 0.582 / 0.464
2_1_floorplan: 1.56 / 171 / 0.549 / 0.364
3_3_place_gp: 0.933 / 240 / 0.581 / 0.465
4_1_cts: 1.21 / 248 / 0.875 / 0.477
6_report: 1.17 / 248 / 0.863 / 0.476
-- worst paths after layout --
| kind | slack, ns | from | to | depth (start not counted) |
|---|---|---|---|---|
| worst max-delay path | 1.17 | btn3 | delay_counter[13] | 5 |
| worst min-delay path | 0.48 | delay_counter[31] | delay_counter[31] | 1 |
| worst max register to register | 1.30 | delay_counter[0] | data[2] | 6 |
| worst min register to register | 0.48 | delay_counter[31] | delay_counter[31] | 1 |
| max in group asynchronous | 2.20 | nrst | delay_counter[0] | 2 |
| min in group asynchronous | 0.78 | nrst | delay_counter[24] | 2 |
-- power breakdown --
| part | switching [mW] | total [mW] | internal (mW) | leakage (nW) |
|---|---|---|---|---|
| logic | 0.0510 | 0.0946 | 0.0436 | 0.280 |
| clock network | 0.143 | 0.289 | 0.146 | 0.0450 |
| registers | 0.0450 | 0.479 | 0.434 | 0.450 |
-- layer usage --
metal | global-route usage [%] | vias up
met1 | 19.4 | 588
met3 | 3.11 | 4
met5 | 0 | -
li1 | - | 601
met2 | 14.9 | 21
met4 | 1.32 | 0
-- cells in the mapped netlist --
cell,n
nand4_1,16
o2111ai_1,1
xor2_1,2
nor4_1,9
a31oi_1,1
o22ai_1,2
nand3_1,10
o21a_1,1
and3_1,2
xnor2_1,25
a31o_2,1
a21oi_1,1
nor3_4,1
nor3_1,4
nor4_4,1
clkbuf_2,1
inv_1,6
nand4_4,1
nor2_2,2
and2_1,1
buf_2,1
ha_1,2
o21ai_0,3
nand4_2,1
mux2_1,1
nor4b_1,3
nor2_1,9
buf_4,6
conb_1,1
dfrtp_1,33
o211ai_1,1
or2_2,1
buf_6,1
nand2_1,15
-- critical path: cells and delay by family --
family                    cells  cell delay (ns)
AOI/OAI and AO/OA             1             0.29
xor gates and xnor gates      1             0.15
and+or+nand+nor               2             0.69
buffers and inverters         1             0.51
Power is estimated from default activity; no workload was simulated.
