==> design.v <==
`timescale 1ns / 1ps
module lcd_init (
    input clk,
    input nrst,
    input sw0,
    input btn0,
    input btn1,
    input btn2,
    input btn3,
    output reg [3:0] data,
    output reg rs,
    output reg rw,
    output reg en
);
    localparam 
        FS_8bit1            = 5'd0,
        FS_8bit2            = 5'd1,
        FS_8bit3            = 5'd2,
        FS_4bit             = 5'd3,
        FS_NF               = 5'd4,
        DISPLAY_OFF         = 5'd5,
        CLEAR_DISPLAY       = 5'd6,
        ENTRY_MODE          = 5'd7,
        DISPLAY_ON          = 5'd8,
        FN_DELAY            = 5'd9,
        FIRST_NAME          = 5'd10,
        NEXT_LINE_DELAY     = 5'd11,
        NEXT_LINE           = 5'd12,
        LN_DELAY            = 5'd13,
        LAST_NAME           = 5'd14,
        CLEAR_NAME_DELAY    = 5'd15,
        CLEAR_NAME          = 5'd16,  
        ENABLE              = 5'd17,
        DONE                = 5'd18,
        TYPE_MODE           = 5'd19,
        BROWSE              = 5'd20;
    reg [5:0]   state;
    reg [5:0]   next_state;
    reg [31:0]  delay_counter;
    reg         flag;
    reg         next_flag;
    reg [31:0]  first_row;
    reg [39:0]  second_row;
    reg [2:0]   char_index;
    reg [6:0]   curr_addr;
    reg         btn0_pressed;
    reg         btn2_pressed;
    reg         btn3_pressed;
    reg         pressed;
    parameter S2    = 199400000;
    parameter M30   =   3000000;
    parameter M6    =    600000;
    parameter M1    =    100000;
    parameter U400  =     40000;
    task handle_state;
        input [3:0] upper;
        input [3:0] lower;
        input [5:0] next;
        begin
            if (delay_counter == U400) begin
                data <= (flag) ? upper : lower;
                next_state <= (flag) ? state : next;
                state <= ENABLE;
                next_flag <= ~flag;
                flag <= 1;
                delay_counter <= 0;
            end else begin
                delay_counter <= delay_counter + 1;
            end
        end
    endtask
    always @(posedge clk or negedge nrst) begin
        if (!nrst) begin
            first_row  = {8'b01001101, 8'b01000001, 8'b01010010, 8'b01001011};
            second_row = {8'b01000011, 8'b01000001, 8'b01000111, 8'b01000001, 8'b01010011};
            state           <= FS_8bit1;
            next_state      <= FS_8bit2;
            delay_counter   <= 0;
            data            <= 4'b0000;
            rs              <= 0;
            en              <= 0;
            flag            <= 1;
            next_flag       <= 1;
            char_index      <= 0;
            curr_addr       <= 7'h0;
            btn0_pressed    <= 0;
            btn2_pressed    <= 0;
            btn3_pressed    <= 0;
            pressed         <= 0;
        end else begin
            case (state)
                ENABLE: begin
                    if (flag) begin  
                        if (delay_counter == U400) begin
                            en <= 1'b1;
                            delay_counter <= 0;
                            flag <= 0;  
                        end else begin
                            delay_counter <= delay_counter + 1;
                        end
                    end else begin  
                        if (delay_counter == M1) begin
                            en <= 1'b0;
                            state <= next_state;
                            delay_counter <= 0;
                            flag <= next_flag;  
                        end else begin
                            delay_counter <= delay_counter + 1;
                        end
                    end
                end
                FS_8bit1, FS_8bit2, FS_8bit3, FS_4bit: begin
                    if (delay_counter == (state == FS_8bit1 ? M30 : (state == FS_8bit2 ? M6 : U400))) begin
                        data <= (state == FS_4bit) ? 4'b0010 : 4'b0011;  
                        next_state <= state + 1;
                        state <= ENABLE;
                        flag <= 1;
                        next_flag <= 1;
                        delay_counter <= 0;
                    end else begin
                        delay_counter <= delay_counter + 1;
                    end
                end
                FS_NF: handle_state(4'b0010, 4'b1000, DISPLAY_OFF);
                DISPLAY_OFF: handle_state(4'b0000, 4'b1000, CLEAR_DISPLAY);
                CLEAR_DISPLAY: handle_state(4'b0000, 4'b0001, ENTRY_MODE);
                ENTRY_MODE: handle_state(4'b0000, 4'b0110, DISPLAY_ON);
                DISPLAY_ON: handle_state(4'b0000, 4'b1111, FN_DELAY);
                FN_DELAY, LN_DELAY: begin  
                    if (delay_counter == U400) begin
                        rs <= 1'b1;
                        state <= (state == FN_DELAY) ? FIRST_NAME : LAST_NAME;
                        next_state <= (state == FN_DELAY) ? FIRST_NAME : LAST_NAME;
                        flag <= 1;
                        delay_counter <= 0;
                    end else begin
                        delay_counter <= delay_counter + 1;
                    end
                end
                FIRST_NAME: begin
                    if (delay_counter == U400) begin
                        if (flag == 1) begin             
                            case (char_index)
                                0: data <= first_row[31:28];  
                                1: data <= first_row[23:20];  
                                2: data <= first_row[15:12];  
                                3: data <= first_row[7:4];    
                            endcase
                            flag <= 1;
                            next_flag <= 0; 
                        end else begin
                            case (char_index)
                                0: data <= first_row[27:24];  
                                1: data <= first_row[19:16];  
                                2: data <= first_row[11:8];   
                                3: data <= first_row[3:0];    
                            endcase
                            flag <= 1;
                            next_flag <= 1;
                            char_index <= char_index + 1; 
                        end
                        state <= ENABLE;
                        delay_counter <= 0;
                        if (char_index == 4 && flag == 1) begin
                            char_index <= 0;
                            state <= NEXT_LINE_DELAY;
                        end
                    end else begin
                        delay_counter <= delay_counter + 1;
                    end
                end
                NEXT_LINE_DELAY: begin
                    if (delay_counter == U400) begin
                        rs <= 1'b0;
                        state <= NEXT_LINE;
                        flag <= 1;
                        delay_counter <= 0;
                    end else begin
                        delay_counter <= delay_counter + 1;
                    end
                end
                NEXT_LINE: handle_state(4'b1100, 4'b0000, LN_DELAY);
                LAST_NAME: begin
                    if (delay_counter == U400) begin
                        if (flag == 1) begin             
                            case (char_index)
                                0: data <= second_row[39:36];  
                                1: data <= second_row[31:28];  
                                2: data <= second_row[23:20];  
                                3: data <= second_row[15:12];  
                                4: data <= second_row[7:4];    
                            endcase
                            flag <= 1;
                            next_flag <= 0; 
                        end else begin
                            case (char_index)
                                0: data <= second_row[35:32];  
                                1: data <= second_row[27:24];  
                                2: data <= second_row[19:16];  
                                3: data <= second_row[11:8];   
                                4: data <= second_row[3:0];    
                            endcase
                            flag <= 1;
                            next_flag <= 1;
                            char_index <= char_index + 1; 
                        end
                        state <= ENABLE;
                        delay_counter <= 0;
                        if (char_index == 5 && flag == 1) begin
                            char_index <= 0;
                            state <= CLEAR_NAME_DELAY;
                        end
                    end else begin
                        delay_counter <= delay_counter + 1;
                    end
                end
                CLEAR_NAME_DELAY: begin
                    if (delay_counter == S2) begin
                        rs <= 1'b0;
                        state <= CLEAR_NAME;
                        flag <= 1;
                        delay_counter <= 0;
                    end else begin
                        delay_counter <= delay_counter + 1;
                    end
                end
                CLEAR_NAME: handle_state(4'b0000, 4'b0001, DONE);
                DONE: begin
                    if (delay_counter == U400) begin
                        data <= 4'b0000;
                        state <= ENABLE;
                        next_state <= TYPE_MODE;
                        next_flag <= 1;
                        flag <= 1;
                        delay_counter <= 0;
                    end else begin
                        delay_counter <= delay_counter + 1;
                    end
                end
                TYPE_MODE: begin
                    if (sw0) begin  
                        if (btn0) begin
                            btn0_pressed <= 1;
                        end else if (btn2) begin
                            btn2_pressed <= 1;
                        end else if (btn3) begin
                            btn3_pressed <= 1;
                        end
                        if (!btn2 && btn2_pressed) begin  
                            if (curr_addr == 7'h27) begin
                                curr_addr <= 7'h40;
                            end else if (curr_addr == 7'h67) begin
                                curr_addr <= 7'h0;
                            end else begin
                                curr_addr <= curr_addr + 7'h1;
                            end 
                            state <= BROWSE;
                            flag <= 1;
                            next_flag <= 1;
                            delay_counter <= 0;
                            btn2_pressed <= 0;
                            rs <= 0;
                        end else if (!btn3 && btn3_pressed) begin  
                            if (curr_addr == 7'h0) begin
                                curr_addr <= 7'h67;
                            end else if (curr_addr == 7'h40) begin
                                curr_addr <= 7'h27;
                            end else begin
                                curr_addr = curr_addr - 7'h1;
                            end 
                            state <= BROWSE;
                            flag <= 1;
                            next_flag <= 1;
                            delay_counter <= 0;
                            btn3_pressed <= 0;
                            rs <= 0;
                        end else if (!btn0 && btn0_pressed) begin
                            if (curr_addr < 7'h28) begin
                                curr_addr <= curr_addr + 7'h40;
                            end else begin
                                curr_addr <= curr_addr - 7'h40;
                            end
                            state <= BROWSE;
                            flag <= 1;
                            next_flag <= 1;
                            delay_counter <= 0;
                            btn0_pressed <= 0;
                            rs <= 0;
                        end
                    end
                end
                BROWSE: handle_state(curr_addr[3:0], {1'b1, curr_addr[6:4]}, TYPE_MODE);
            endcase
        end
    end
endmodule
`timescale 1ns / 1ps
module lcd_top(
    input clk,
    input nrst,
    input sw0,
    input btn0,
    input btn1,
    input btn2,
    input btn3,
    output [3:0] data,   
    output rs,
    output rw,
    output en   
);
    wire [3:0] data_internal;
    wire rs_internal;
    wire rw_internal;
    wire en_internal;
    lcd_init init (
        .clk(clk),
        .nrst(nrst),
        .sw0(sw0),
        .btn0(btn0),
        .btn1(btn1),
        .btn2(btn2),
        .btn3(btn3),
        .data(data_internal),   
        .rs(rs_internal),      
        .rw(rw_internal),      
        .en(en_internal)       
    );
    assign data = data_internal;
    assign rs   = rs_internal;
    assign rw   = rw_internal;
    assign en   = en_internal;
endmodule
==> run.sh <==
#!/bin/bash
# OpenROAD 26Q1-2900-gdf79404cd8, Yosys 0.63+post, stock flow scripts
make -C /OpenROAD-flow-scripts/flow DESIGN_CONFIG=/design/flow/config.mk WORK_HOME=/design/flow/orfs finish
==> config.mk <==
export PLATFORM = sky130hd
export DESIGN_NAME = lcd_top
export DESIGN_NICKNAME = lcd_top
export VERILOG_FILES = /design/flow/design.v
export SDC_FILE = /design/flow/constraint.sdc
export NUM_CORES = 4
export LEC_CHECK = 1
export CORE_UTILIZATION = 30
==> constraint.sdc <==
current_design lcd_top

set clk_period 4.1
set clk_io_pct 0.2

create_clock -name clk0 -period $clk_period [get_ports {clk}]

set non_clock_inputs [all_inputs -no_clocks]
set_input_delay [expr $clk_period * $clk_io_pct] -clock clk0 $non_clock_inputs
set_output_delay [expr $clk_period * $clk_io_pct] -clock clk0 [all_outputs]
==> reports/metrics.yaml <==
status:
  status: "completed"
global_routing:
  grtUsageMet2_pct: 23.12
  grt_max_degree: 34
  grt_remaining_overflow: 0
  grt_use_total_pct: 16.28
  use_met3_pct: 2.505
  grt_pass1_vias: 4141
  use_met1_pct: 26.58
  grt.busiest_layer: "met1"
  antenna_found_initial: 0
  grt_pass1_wl_um: 21480
run:
  warnings: 34
  cap_violations: 0
final_timing:
  slew_viol_final: 0
  setup_viol: 0
  period_needed_ns: 3.536
  fin_tns_setup_ns: 0
  hold_viol: 0
  rsz0062_at_grt: "no"
  finalClockPeriodUsage_pct: 86.25
  worst_slew_pin_slew_ns: 0.7790
  fin_skew_ns: 0.009940
  relSlewSlack_pct: 48.07
  fmax_ghz: 0.2828
worst_setup_path:
  crit_path_cell_trace: "inv_1 > ha_1 > inv_1 > a211oi_1 > nand2b_1 > or4_1 > nor2_1 > a211oi_2 > mux2_2"
  rr_endpoint: "init.next_state[4]"
  crit_path_frequent_cell: "inv_1"
  regToRegSetupSlack_ns: 0.56
  crit-reg2reg-launch: "init.state[0]"
  crit_required_ns: 4.31
  arrival_ns: 3.75
  critPathLaunchType: "register"
  critPathSlowestCell: "a211oi_2"
  endpoint: "init.next_state[4]"
  critPathMaxStageDelay_ns: 0.59
  reg2reg_depth: 9
  critPathKind: "reg -> reg"
  end_kind: "register"
  cp-startpoint: "init.state[0]"
  path_max_fanout: 12
die:
  chip_area_um2: 16950
  floorplanUtilization_pct: 30.93
  top_level_ports: 14
  rows: 46
  fp.dieW_um: 130.2
  coreArea_um2: 15940
  die_h_um: 130.2
clock_network:
  postCtsSetupRepairBufs: 0
  root_buffer: "clkbuf_16"
  cts_tree: "yes"
  htreeDepth: 3
  cts_hold_buf: 0
  ctsResizeCount: 0
  cts_buffers: 9
  clkSinkCount: 65
  clockBufferDepth: 2
  clock.latency.late_pin_ns: 0.34
  clkTransAtPathRegs_ns: 0.05
final_layout:
  area_growth_pct: 12.48
  lay_top_count: "nor2_1"
  drive_above_1_share_pct: 9.272
  postLayoutCoreUtil_pct: 34.79
  lay_top_cells: "72 x nor2_1, 62 x dfrtp_1, 52 x nand2_1"
synthesis:
  synthCells: 606
  ys_cells: 606
  postSynthSeqShare_pct: 33.06
  synth_cell_types: 77
  yosys-stat-area_um2: 4931
  async_flop_share_pct: 100.0
  ys_warn_count: 2
  syn_avg_cell_area_um2: 8.137
  synth-seq-cells: 65
  edf_count: 0
  ff_type: "dfrtp_1"
  syn_area_um2: 4931
route:
  viasPerCell: 5.479
  ant_nets: 0
  drc: 0
  dr.first_iter.drc_count: 441
  via_count: 4493
  wl_um: 12690
  diodes: 0
  first_pass_iters: 5
  avgRoutedWirePerCell_um: 15.48
placement:
  globalplace.congestion: 0.9166
  io_buffers: 11
  dp_hpwl_um: 9178
power:
  leakage_uw: 0.002301
  max-vdd-ir-drop_uv: 195.6
  powerDensity_nw_per_um2: 279.0
min_path:
  hold_path.class: "reg -> reg"
  holdCritStartpoint: "init.btn0_pressed"
layer usage:
metal  part of all wire [%]  vias to the layer above  wire length [um]
met5                      0                        -                 0
met4                    1.3                        0               169
met3                    6.0                       17               766
met2                     43                      128              5408
met1                     50                     2153              6349
li1                       -                     2195                 -
synth_stat cells (6+ instances only):
library cell | count | area, um^2
clkbuf_1 | 19 | 71.32
nor3_1 | 24 | 120.1
a21oi_1 | 32 | 160.2
a31oi_1 | 7 | 43.79
o31ai_1 | 6 | 45.04
mux2i_1 | 7 | 70.07
o21ai_0 | 35 | 175.2
a21o_1 | 7 | 52.55
ha_1 | 14 | 175.2
a211oi_1 | 7 | 52.55
nand2b_1 | 13 | 81.33
nand2_1 | 52 | 195.2
nor2b_1 | 10 | 62.56
nand4_1 | 11 | 68.82
nor2_1 | 72 | 270.3
buf_2 | 11 | 55.05
dfrtp_1 | 62 | 1551
nor4_1 | 17 | 106.4
nand3_1 | 30 | 150.1
mux2_2 | 11 | 123.9
xnor2_1 | 27 | 236.5
inv_1 | 26 | 97.59
power breakdown:
group | leakage, uW | internal [uW] | total [uW] | switching, uW
Clock | 0.000163 | 597 | 886 | 289
Combinational | 0.00128 | 4.83 | 19.4 | 14.6
Sequential | 0.000862 | 642 | 642 | 0
Total | 0.00230 | 1240 | 1550 | 304
state kept, by name, summed over array words and instances, names as in the netlist:
register,count
init.btn0_pressed,1
init.en,1
init.state,6
init.next_flag,1
init.char_index,3
init.curr_addr,7
init.data,4
init.next_state,6
init.rs,1
init.delay_counter,32
init.btn3_pressed,1
init.btn2_pressed,1
init.flag,1
logic make-up (layout without fill, tap and decap cells):
kind of cell    count (synthesis)  in the layout  synth area share [%]
compound gates                141            141                 19.06
simple gates                  270            270                 28.50
fa+ha+maj                      14             14                 3.552
flops                          65             65                 33.06
mux                            20             20                 4.542
xor+xnor                       31             31                 5.506
other cells                     1              1               0.07605
buf+inv                        64             62                 5.709
stage by stage:
step	instances	area (um^2)	setup slack [ns]	power [uW]	hold WS, ns
after floorplan	606	4931	1.201	654.6	0.4476
after global placement	804	5202	0.7075	673.7	0.4872
after detailed placement	804	5202	0.6305	673.9	0.4951
after CTS	820	5547	0.6180	1568	0.5068
after global routing	820	5547	0.3605	1597	0.5222
final	820	5547	0.5636	1548	0.5008
final cells by class:
type                            instances  area (um^2)
Clock inverter                          6        115.1
Fill cell                            1625        10400
Clock buffer                           10        229.0
Inverter                               26        97.59
Sequential cell                        65         1630
Tap cell                              216        270.3
Timing Repair Buffer                   20        172.7
Multi-Input combinational cell        477         3032
critical path: cells and delay by family (launching register included):
family,cells,cell delay (ns)
AND-OR/OR-AND,2,1.01
adder cells (fa/ha/maj),1,0.45
buffers and inverters,2,0.33
AND/OR/NAND/NOR,3,0.79
multiplexers,1,0.40
flip-flops,1,0.43
worst min path at each step:
stage | end | cells past startpoint
4_1_cts | init.btn0_pressed | 2
5_1_grt | init.btn2_pressed | 1
6_report | init.btn0_pressed | 2
Power and IR drop assume default switching activity.
